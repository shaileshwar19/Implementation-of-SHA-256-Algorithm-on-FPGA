==> /design/flow/design.v <==
module interative_processing(
    input clk, rst, padding_done,
    input [6:0] counter_iteration,
    input [31:0] w, k,
    output reg [31:0] a_out, b_out, c_out, d_out, e_out, f_out, g_out, h_out
);
    reg [31:0] t1, t2;
    wire [31:0] ep0, ep1, ch, maj;
    assign ep0 = ({a_out[1:0], a_out[31:2]} ^ {a_out[12:0], a_out[31:13]} ^ {a_out[21:0], a_out[31:22]});
    assign ep1 = ({e_out[5:0], e_out[31:6]} ^ {e_out[10:0], e_out[31:11]} ^ {e_out[24:0], e_out[31:25]});
    assign ch = (e_out & f_out) ^ (~e_out & g_out);
    assign maj = (a_out & b_out) ^ (a_out & c_out) ^ (b_out & c_out);
    always @(posedge clk) begin
        if (!rst) begin
            a_out <= 32'h6a09e667;
            b_out <= 32'hbb67ae85;
            c_out <= 32'h3c6ef372;
            d_out <= 32'ha54ff53a;
            e_out <= 32'h510e527f;
            f_out <= 32'h9b05688c;
            g_out <= 32'h1f83d9ab;
            h_out <= 32'h5be0cd19;
        end else if (padding_done && counter_iteration < 64) begin
            t1 = h_out + ep1 + ch + k + w;
            t2 = ep0 + maj;
            h_out <= g_out;
            g_out <= f_out;
            f_out <= e_out;
            e_out <= d_out + t1;
            d_out <= c_out;
            c_out <= b_out;
            b_out <= a_out;
            a_out <= t1 + t2;
        end
    end
endmodule
==> /design/flow/run.sh <==
#!/bin/bash
# OpenROAD 26Q1-2900-gdf79404cd8, Yosys 0.63+post, stock flow scripts
make -C /OpenROAD-flow-scripts/flow DESIGN_CONFIG=/design/flow/config.mk WORK_HOME=/design/flow/orfs finish
==> /design/flow/config.mk <==
export PLATFORM = sky130hd
export DESIGN_NAME = interative_processing
export DESIGN_NICKNAME = interative_processing
export VERILOG_FILES = /design/flow/design.v
export SDC_FILE = /design/flow/constraint.sdc
export NUM_CORES = 4
export LEC_CHECK = 1
export CORE_UTILIZATION = 40
==> /design/flow/constraint.sdc <==
current_design interative_processing

set clk_period 30.7
set clk_io_pct 0.2

create_clock -name clk0 -period $clk_period [get_ports {clk}]

set non_clock_inputs [all_inputs -no_clocks]
set_input_delay [expr $clk_period * $clk_io_pct] -clock clk0 $non_clock_inputs
set_output_delay [expr $clk_period * $clk_io_pct] -clock clk0 [all_outputs]
==> impl_metrics.ini <==
; physical design summary
[sta]
setup_violations = 0
period_minus_slack_ns = 13.19
fmax_mhz = 75.8
tns_ns = 0
rsz0062_at_grt = no
slew_headroom_pct = 48.1
clock_skew_ns = 0.0157
fin_crit_sh_pct = 43.0
tightestPinTransition_ns = 0.779
layout_setup_ws_ns = 17.51
slew_viol_final = 0
hold_viol_final = 0
hold-worst-slack_ns = 0.477

[synth]
synth_cell_types = 63
synthAdderAreaFrac_pct = 20.7
netlist_top_cells_area = dfxtp_1 27%, fa_1 13%, nand2_1 9.2%
ys_sh_aoi_pct = 15.6
ys.flop_type = dfxtp_1
syn_area_um2 = 18800
yosys_cells = 2285
ys_area_um2 = 18800
yosysTopAreaCellShare_pct = 27.3
syn_area_per_cell_um2 = 8.21
synthCells = 2285
ys_seq_share_pct = 27.3
topCombFamilyByArea = adder cells
ys_warn_count = 1
edf_count = 0
ys_ff = 256
async_flop_share_pct = 0
synth.area.mux_share_pct = 1.83
ys_sh_xor_pct = 9.71
top_area_cell = dfxtp_1
ys_sh_simple_pct = 16.8

[clocking]
clk_latency_ns = 0.58
cts_resized = 0
cts.sinks = 256
cts.htree.levels = 1
post_cts.repair.setup_buffers = 0
hold_buffers = 0
clkSlewWorstSetupHoldPaths_ns = 0.06
cts-buffers-inserted = 31
root_buffer = clkbuf_16
cts_buffer_depth = 3
cts_tree = built

[worst_setup_path]
worst-path-max-fanout = 6
crit_path_end_kind = flop
start_kind = primary input
worstPathArrival_ns = 13.71
required_ns = 31.21
path_class = primary input to flop

[grt]
grt_usage_pct = 26.1
grt_pass1_wl_um = 91400
grt_start_max_net_pins = 76
grt_antenna_before_repair = 0
first_global_vias = 15400
grt.overflow.total = 0

[job]
cap_violations = 0
tool_warnings = 31

[placement]
io_buffers = 323
dp_hpwl_um = 45600
place_ws_ns = 16.83
placed_area_um2 = 22300
dp_cells = 3067
place.gp.congestion = 0.927

[finish]
stdcell_count = 3122
lay_top_count = nand2_1
lay_top_cells = 459 x nand2_1, 322 x clkdlybuf4s50_1, 256 x dfxtp_1
syn_to_final_growth_pct = 24.1
regArea_um2 = 5120
drive_above_1_share_pct = 3.49
stdcell_area_um2 = 23300
fillCellCount = 4199
logic_area_um2 = 12100

[route]
drt-initial-drc-count = 1031
via_per_inst = 5.04
wl_um = 59300
antenna_left = 0
firstDrtPassIters = 5
route.vias.total = 15700
antenna_cells_inserted = 0
drc = 0
wl_per_cell_um = 19.0

[floorplanning]
fp-utilization_pct = 41.0
die-width_um = 219
die_area_um2 = 47800
rows = 78
io_pins = 330
coreArea_um2 = 45800
die_h_um = 219

[hold_path]
hold_path.class = flop to flop

[run_status]
status = completed
## worst max-delay path: stages
cell	delay, ns
clkdlybuf4s50_1	0.45
inv_1	0.05
fa_1	0.56
fa_1	0.44
fa_1	0.49
inv_1	0.04
ha_1	0.22
fa_1	0.49
a211oi_1	0.23
o21ai_0	0.22
o311ai_0	0.47
a21boi_0	0.16
o21a_1	0.20
o21ai_0	0.15
nand2b_1	0.07
a21oi_1	0.18
xnor2_1	0.34
fa_1	0.51
ha_1	0.37
and4_1	0.26
a32oi_1	0.18
o21ai_0	0.20
a2111oi_0	0.57
o31ai_1	0.24
a21o_1	0.24
a21oi_1	0.12
nand4b_1	0.11
## registers in the layout, indices dropped and copies added, names as in the netlist
name   cells
h_out     32
d_out     32
g_out     32
a_out     32
c_out     32
f_out     32
b_out     32
e_out     32
## worst paths after layout
| path | endpoint | depth (start not counted) | slack [ns] | startpoint |
|---|---|---|---|---|
| min | h_out[1]$_SDFFE_PN0P_ | 2 | 0.48 | h_out[1]$_SDFFE_PN0P_ |
| max | a_out[23]$_SDFFE_PN0P_ | 27 | 17.51 | w[1] |
| min reg2reg | h_out[1]$_SDFFE_PN0P_ | 2 | 0.48 | h_out[1]$_SDFFE_PN0P_ |
| max reg2reg | a_out[23]$_SDFFE_PN0P_ | 26 | 22.95 | e_out[12]$_SDFFE_PN1P_ |
## layer usage
layer / vias up / track usage (%) / routed length (um)
met4: 0 / 5.01 / 1310
li1: 7905 / - / -
met3: 67 / 6.14 / 4300
met5: - / 0 / 0
met2: 468 / 39.2 / 26900
met1: 7296 / 39.4 / 26800
## area by class of cell
cell class	instances	area share [%]
tap	600	3.22
clock buffer	45	3.86
sequential	256	22.0
multi-input combinational	1623	52.1
clock inverter	10	0.392
inverter	248	4.00
timing repair buffer	340	14.4
## Yosys cell counts, drive strengths merged, types with 52 or more instances
library cell / n
xnor2: 156
ha: 93
dfxtp: 256
clkbuf: 149
a21boi: 95
inv: 248
o21ai: 67
nand2: 459
fa: 125
a21o: 57
a21oi: 73
xor2: 52
nand3: 129
## per-stage QoR
step	util [%]
floorplan	-
global placement	48.7
detailed placement	48.7
CTS	50.9
global route	50.9
finish	50.9
## cell families (layout without fill, tap and decap cells)
group / after synthesis / count (layout)
AOI/OAI and AO/OA: 424 / 424
xor gates and xnor gates: 208 / 208
buffers and inverters: 406 / 643
DFF: 256 / 256
muxes: 33 / 33
and+or+nand+nor: 719 / 719
adders and majority gates: 239 / 239
