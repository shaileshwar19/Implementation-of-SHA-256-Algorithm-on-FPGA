--- design.v ---
module m_digest(
    input clk, rst,
    input [6:0] counter_iteration,
    input [31:0] a_in, b_in, c_in, d_in, e_in, f_in, g_in, h_in,
    output reg [255:0] m_digest_final
);
    reg temp_delay = 0;
    reg [31:0] H0, H1, H2, H3, H4, H5, H6, H7;
always @(posedge clk) begin
        if (!rst) begin
            temp_delay = 0;
            m_digest_final = 256'd0;
            H0 = 32'h6a09e667; H1 = 32'hbb67ae85;
            H2 = 32'h3c6ef372; H3 = 32'ha54ff53a;
            H4 = 32'h510e527f; H5 = 32'h9b05688c;
            H6 = 32'h1f83d9ab; H7 = 32'h5be0cd19;
        end else if (counter_iteration == 7'd64 && !temp_delay) begin
            H0 = H0 + a_in; H1 = H1 + b_in;
            H2 = H2 + c_in; H3 = H3 + d_in;
            H4 = H4 + e_in; H5 = H5 + f_in;
            H6 = H6 + g_in; H7 = H7 + h_in;
            m_digest_final = {H0, H1, H2, H3, H4, H5, H6, H7};
            temp_delay = 1;
        end
    end
endmodule
--- constraint.sdc ---
current_design m_digest

set clk_period 12.9
set clk_io_pct 0.2

create_clock -name clk0 -period $clk_period [get_ports {clk}]

set non_clock_inputs [all_inputs -no_clocks]
set_input_delay [expr $clk_period * $clk_io_pct] -clock clk0 $non_clock_inputs
set_output_delay [expr $clk_period * $clk_io_pct] -clock clk0 [all_outputs]
--- config.mk ---
export PLATFORM = sky130hd
export DESIGN_NAME = m_digest
export DESIGN_NICKNAME = m_digest
export VERILOG_FILES = /design/flow/design.v
export SDC_FILE = /design/flow/constraint.sdc
export NUM_CORES = 4
export LEC_CHECK = 1
export CORE_UTILIZATION = 40
--- run.sh ---
#!/bin/bash
# OpenROAD 26Q1-2900-gdf79404cd8, Yosys 0.63+post, stock flow scripts
make -C /OpenROAD-flow-scripts/flow DESIGN_CONFIG=/design/flow/config.mk WORK_HOME=/design/flow/orfs finish
==> out/metrics.csv <==
metric,value,unit
outcome,"complete, no violations",
ir_drop,0.0886,mV
antenna_found_initial,18,
yosysChipArea,26000,sq um
nFillCells,6093,
crit_cells,9,
netlist_area,26000,sq um
dp_hpwl,58.3,mm
std_cell_rows,93,
grt_overflow,0,
synth.distinct_cells,78,
ys_warn_count,1,
grt.total_usage,0.238,
drive_gt1_frac,0.0351,
gp_congestion,0.944,
cts_max_level,2,
dr.first_iter.drc_count,1233,
critical_path_class,input port to flop,
slew_headroom,0.466,
cts.clk_slew.worst_paths,0.06,ns
boundaryPins,521,
crit_path_top_delay_cell,nor4b_1,
cp.required,13.41,ns
drc,0,
routed_via_density,5.30,
path_common_cell,buf_4,
ctsHoldBuffers,0,
clk_latency,0.58,ns
core-area,64300,sq um
tightest_slew,0.801,ns
grt_max_degree,146,
async_reset_ff_frac,0,
wl,78.6,mm
rr_worst_depth,8,
cp.arrival,6.35,ns
synth.area.top_cells,"dfxtp_1 30%, ha_1 12%, a21oi_1 9.6%",
hold-worst-slack,0.450,ns
finalMaxSlewViolations,0,
yosysTopAreaCell,dfxtp_1,
rsz0062_at_grt,false,
path_max_fanout,61,
syn_area_per_cell,7.91,sq um
yosysTopAreaCellShare,0.303,
die-area,65900,sq um
crit_family,buffers and inverters,
tritoncts,done,
synth-edff-count,0,
vias,23900,
cts-root-buf,clkbuf_16,
ff_type,dfxtp_1,
fin_area,32600,sq um
ant_nets,0,
die_x,257,um
finalClockPeriodUsage,0.453,
fp_util,0.404,
die_y,257,um
wire_per_inst,17.5,um
netlist_instances,3285,
clock_path_buffers,3,
grt_first_pass_wirelength,123,mm
area.growth.synth_to_final,25.4,%
hold_viol,0,
warnings,29,
drt_pass1_iterations,7,
fmax,171,MHz
ys_cells,3285,
place_ws,6.43,ns
top_cell,nand2_1,
grt_pass1_vias,22600,
final.setup_skew,0.0128,ns
synth_seq_share,0.303,
end_kind,flop,
cap_viol_max_count,0,
layout.area.comb,16500,sq um
critPathBufInv,3,
ys_ff,393,
p_per_area,96.0,nW/um^2
crit_chain,"clkdlybuf4s50_1, nor4b_1, and2_4, buf_4, buf_4, nand2_1, o31ai_1, a21oi_1, nor2_1",
port_buffers,520,
cts_sinks,393,
netlist_top_cells_count,"569 x nand2_1, 497 x a21oi_1, 393 x dfxtp_1, 248 x ha_1, 153 x o21ai_0",
ctsResizeCount,0,
p_leak,12.8,nW
timing.final.ws_setup,7.06,ns
dpl-instance-area,30900,sq um
setup_violations,0,
finalSetupTns,0,ns
period_minus_slack,5.84,ns
cts_setup_buffers,0,
min_path_type,flop to flop,
holdPathStages,2,
seq_area,7870,sq um
cp_slowest_stage_delay,0.69,ns
cts_buffers,48,
cp-start-kind,input port,
report_power, final:
group	switching (mW)	internal [mW]
clock network	0.547	0.849
registers	0.00474	1.22
logic	0.258	0.247
metrics by stage:
stage                      util  total power [mW]  instances
final                     0.506              3.13       4504
after detailed placement  0.481              1.75       4413
after CTS                 0.506              3.17       4497
after floorplan               -              1.58       3285
after global routing      0.506              3.27       4504
after global placement    0.481              1.76       4413
flip-flops by register name (all words and copies together) (netlist names), 16 cells and up:
register / count
H7: 31
H4: 16
H2: 19
H6: 18
H1: 19
m_digest_final: 241
H3: 19
H0: 16
cell families after synthesis:
group / share of synthesized area
buffers and inverters: 0.0622
AND/OR/NAND/NOR: 0.173
adder cells (fa/ha/maj): 0.126
XOR/XNOR: 0.0698
multiplexers: 0.00540
AND-OR/OR-AND: 0.261
flip-flops: 0.303
path summary, 6_finish.rpt:
check	from	to	slack [ns]
worst min register to register	m_digest_final[238]	m_digest_final[238]	0.45
worst max register to register	temp_delay	m_digest_final[157]	9.22
worst max-delay path	counter_iteration[5]	m_digest_final[157]	7.06
worst min-delay path	m_digest_final[238]	m_digest_final[238]	0.45
metal layers:
metal | routed length (um) | share of wire | up-vias | track usage
li1 | - | - | 12300 | -
met1 | 34200 | 0.44 | 10900 | 0.317
met2 | 36400 | 0.46 | 525 | 0.383
met3 | 5920 | 0.075 | 121 | 0.0689
met4 | 1990 | 0.025 | 20 | 0.0589
met5 | 126 | 0.0016 | - | 0
worst reg2reg max path, stage by stage (launching register included):
cell and delay [ns]:
dfxtp_1 0.34, nor4_1 0.68, and2_4 0.62, buf_4 0.66, buf_4 0.73, nand2_1 0.14
o31ai_1 0.29, a21oi_1 0.07, nor2_1 0.10
layout by cell type (no fill, tap or decap), types with 64 or more instances in the layout:
cell type,count
nor2_1,127
a21o_1,142
xor2_1,71
nand3_1,64
xnor2_1,136
dfxtp_1,393
a21oi_1,497
o21ai_0,153
ha_1,248
nand2_1,568
clkdlybuf4s50_1,519
cell type report:
class                           count  share of cell area
Clock inverter                     16             0.00657
Clock buffer                       68              0.0429
Multi-Input combinational cell   2582               0.506
Sequential cell                   393               0.242
Tap cell                          855              0.0328
Inverter                           48             0.00576
Antenna cell                        7            0.000538
Timing Repair Buffer              535               0.164
Power figures rest on the tool's default switching activity, not on a simulated workload.
